==> /design/flow/design.v <==
module simple_filter(
    input clk,
    input reset,     
    input signed[15:0] data_in,
    output reg signed[15:0] data_out
);
    wire signed[15:0] b0, b1, b2, b3, b4, b5, b6, b7, b8, b9, b10, b11, b12, b13, b14, b15, b16, b17, b18, b19, b20;
    reg signed[15:0] pipe0, pipe1, pipe2, pipe3, pipe4, pipe5, pipe6, pipe7, pipe8, pipe9, pipe10, pipe11, pipe12, pipe13, pipe14, pipe15, pipe16, pipe17, pipe18, pipe19, pipe20;
    reg signed[31:0] acc0, acc1, acc2, acc3, acc4, acc5, acc6, acc7, acc8, acc9, acc10, acc11, acc12, acc13, acc14, acc15, acc16, acc17, acc18, acc19, acc20;
    assign b0 = 16'hFF77;
    assign b1 = 16'hFCF1;
    assign b2 = 16'hF97A;
    assign b3 = 16'hFAAD;
    assign b4 = 16'hFC77;
    assign b5 = 16'h008A;
    assign b6 = 16'h0668;
    assign b7 = 16'h0D10;
    assign b8 = 16'h1332;
    assign b9 = 16'h1782;
    assign b10 = 16'h1780;
    assign b11 = 16'h1782;
    assign b12 = 16'h1332;
    assign b13 = 16'h0D10;
    assign b14 = 16'h0668;
    assign b15 = 16'h008A;
    assign b16 = 16'hFC77;
    assign b17 = 16'hFAAD;
    assign b18 = 16'hF97A;
    assign b19 = 16'hFCF1;
    assign b20 = 16'hFF77;
    always @(posedge clk)
        if(reset) begin 
            pipe0 <= 0;
            pipe1 <= 0;
            pipe2 <= 0;
            pipe3 <= 0;
            pipe4 <= 0;
            pipe5 <= 0;
            pipe6 <= 0;
            pipe7 <= 0;
            pipe8 <= 0;
            pipe9 <= 0;
            pipe10 <= 0;
            pipe11 <= 0;
            pipe12 <= 0;
            pipe13 <= 0;
            pipe14 <= 0;
            pipe15 <= 0;
            pipe16 <= 0;
            pipe17 <= 0;
            pipe18 <= 0;
            pipe19 <= 0;
            pipe20 <= 0;
        end
        else begin
            pipe0 <= data_in;
            pipe1 <= pipe0;
            pipe2 <= pipe1;
            pipe3 <= pipe2;
            pipe4 <= pipe3;
            pipe5 <= pipe4;
            pipe6 <= pipe5;
            pipe7 <= pipe6;
            pipe8 <= pipe7;
            pipe9 <= pipe8;
            pipe10 <= pipe9;
            pipe11 <= pipe10;
            pipe12 <= pipe11;
            pipe13 <= pipe12;
            pipe14 <= pipe13;
            pipe15 <= pipe14;
            pipe16 <= pipe15;
            pipe17 <= pipe16;
            pipe18 <= pipe17;
            pipe19 <= pipe18;
            pipe20 <= pipe19;
        end
        always @(posedge clk) begin
			acc0 = b0 * pipe0;
			acc1 = b1 * pipe1;
			acc2 = b2 * pipe2;
			acc3 = b3 * pipe3;
			acc4 = b4 * pipe4;
			acc5 = b5 * pipe5;
			acc6 = b6 * pipe6;
			acc7 = b7 * pipe7;
			acc8 = b8 * pipe8;
			acc9 = b9 * pipe9;
			acc10 = b10 * pipe10;
			acc11 = b11 * pipe11;
			acc12 = b12 * pipe12;
			acc13 = b13 * pipe13;
			acc14 = b14 * pipe14;
			acc15 = b15 * pipe15;
			acc16 = b16 * pipe16;
			acc17 = b17 * pipe17;
			acc18 = b18 * pipe18;
			acc19 = b19 * pipe19;
			acc20 = b20 * pipe20;
        end
        always @(posedge clk)
            data_out = acc0 + acc1 + acc2 + acc3 + acc4 + acc5 + acc6 + acc7 + acc8 + acc9 + acc10 + acc11 + acc12 + acc13 + acc14 + acc15 + acc16 + acc17 + acc18 + acc19 + acc20;
endmodule
==> /design/flow/run.sh <==
#!/bin/bash
# OpenROAD 26Q1-2900-gdf79404cd8, Yosys 0.63+post, stock flow scripts
make -C /OpenROAD-flow-scripts/flow DESIGN_CONFIG=/design/flow/config.mk WORK_HOME=/design/flow/orfs finish
==> /design/flow/config.mk <==
export PLATFORM = sky130hd
export DESIGN_NAME = simple_filter
export DESIGN_NICKNAME = simple_filter
export VERILOG_FILES = /design/flow/design.v
export SDC_FILE = /design/flow/constraint.sdc
export NUM_CORES = 4
export LEC_CHECK = 1
export CORE_UTILIZATION = 30
==> /design/flow/constraint.sdc <==
current_design simple_filter

set clk_period 7.8
set clk_io_pct 0.2

create_clock -name clk0 -period $clk_period [get_ports {clk}]

set non_clock_inputs [all_inputs -no_clocks]
set_input_delay [expr $clk_period * $clk_io_pct] -clock clk0 $non_clock_inputs
set_output_delay [expr $clk_period * $clk_io_pct] -clock clk0 [all_outputs]
==> impl_metrics.json <==
{
  "status": "completed",
  "avgSynthCellArea_sq_um": 10.9,
  "numSynthFlops": 659,
  "gp_congestion": 0.918,
  "grt_pass1_vias": 32881,
  "cts_resized": 0,
  "drtIter0Drc": 853,
  "grt_pass1_wl_mm": 182,
  "clock_tree.root_cell": "clkbuf_16",
  "worst_slew_margin_rel_pct": 53.7,
  "worst_hold_slack_ps": 410,
  "edf_count": 0,
  "topCellsByArea": "fa_1, dfxtp_1, ha_1",
  "post_cts_buffers": 0,
  "setup-violations-final": 0,
  "rsz0062_at_grt": "no",
  "fmax_mhz": 171,
  "top_cell": "inv_1",
  "dr_total_vias": 29860,
  "htree_levels": 3,
  "ys.flop_type": "dfxtp_1",
  "powerDensity_nw_per_um2": 212,
  "row_count": 153,
  "peakVddDrop_mv": 0.297,
  "largest_area_cell": "fa_1",
  "wl_per_cell_um": 15.1,
  "clock_skew_ps": 25.4,
  "p_leak_nw": 30.4,
  "slew_viol_final": 0,
  "yosys_warnings": 1,
  "hold_buffers": 0,
  "worst_setup_path_start_kind": "flop",
  "synth_cell_types": 50,
  "synth_area_sq_um": 53000,
  "clock-sinks": 659,
  "syn_to_final_growth_pct": 11.2,
  "io-pin-count": 34,
  "fin_crit_ps": 5860,
  "ys_cells": 4862,
  "busiest_layer": "met2",
  "die-area_sq_um": 178000,
  "clk_transition_reported_paths_ps": 60,
  "final-hold-violation-count": 0,
  "place_ws_ps": 1960,
  "drc": 0,
  "avgViaCountPerCell": 4.07,
  "gr-usage-met3_pct": 3.98,
  "async_flop_share_pct": 0,
  "first_pass_iters": 5,
  "syn_inst": 4862,
  "top_area_share_pct": 29.6,
  "period_used_pct": 75.1,
  "antenna_left": 0,
  "dieHeight_um": 422,
  "fp-utilization_pct": 30.3,
  "die_w_um": 422,
  "ys_seq_share_pct": 24.9,
  "drv_cap": 0,
  "wirelength_mm": 111,
  "worst_pin_slew_ps": 694,
  "final.setup.tns_ps": 0,
  "top_cells_by_count": "inv_1, ha_1, fa_1",
  "endpoint_kind": "flop",
  "path_class": "flop to flop",
  "clock_path_buffers": 3,
  "numCtsBuffers": 79,
  "crit_path_max_fanout": 2,
  "dp_hpwl_mm": 94.3,
  "antenna_found_initial": 6,
  "arrival_ps": 6410,
  "ys_area_sq_um": 53000,
  "io_buffers": 33,
  "use_met1_pct": 18.8,
  "coreArea_sq_um": 175000,
  "insertion_delay_ps": 680,
  "setup_ws_ps": 1940,
  "drive_gt1_share_pct": 3.00,
  "grt_start_max_net_pins": 153,
  "cts_tree": "yes",
  "grt_util_all_layers_pct": 13.8,
  "warning_count": 57,
  "required_ps": 8350,
  "globalRouteMet2Util_pct": 22.2,
  "min_path_type": "flop to flop",
  "overflow": 0
}
==> final timing paths <==
path / from / to / slack (ps) / cells after the start
worst min register to register: pipe15[0] / acc15[1] / 410 / 0
worst max register to register: acc13[5] / data_out[15] / 1940 / 19
worst min-delay path: pipe15[0] / acc15[1] / 410 / 0
worst max-delay path: acc13[5] / data_out[15] / 1940 / 19
==> area by class of cell <==
class,count,area [sq um]
antenna,1,2.50
clock buffer,105,2280
clock inverter,40,522
fill,17301,116000
inverter,1318,4950
multi-input combinational,2848,34700
sequential,659,13200
tap,2325,2910
timing repair buffer,37,378
==> where the power goes <==
group | leakage, nW | switching [W] | internal (W)
Clock | 1.37 | 0.00156 | 0.00237
Sequential | 5.34 | 0.000119 | 0.00357
Combinational | 23.7 | 0.00273 | 0.00216
Total | 30.4 | 0.00441 | 0.00811
==> cells in the final DEF (no fill, tap or decap), drive strengths merged, types with 10 or more instances in the layout <==
master         netlist  layout
dfxtp              659     659
nor4                10      10
o21ai               40      40
nor2b              258     258
inv               1318    1323
fa                 782     782
clkbuf              35     105
o21bai              26      26
nor2               132     132
xor2                81      81
clkinv               0      19
nand2               33      33
nor3                22      22
a21o                40      40
clkdlybuf4s50        0      32
a21oi              104     104
xnor2              350     350
o21a                15      15
ha                 867     867
==> critical path: stages, from the launching register on <==
cell and delay (ps):
dfxtp_1 320, fa_1 500, fa_1 550, inv_1 60, fa_1 500, inv_1 50, fa_1 560, fa_1 430
fa_1 490, inv_1 50, fa_1 510, inv_1 50, ha_1 280, a211oi_1 250, o21ai_0 120, a21oi_1 230
o21bai_1 130, a221oi_2 340, o21ai_0 170, xnor2_1 140
==> metrics by stage <==
step / power (W) / instance area, sq um / util [%] / instances
after floorplan: 0.00718 / 53000 / - / 4862
after global placement: 0.00862 / 56100 / 32.1 / 7187
after detailed placement: 0.00867 / 56100 / 32.1 / 7187
after CTS: 0.0127 / 58900 / 33.8 / 7332
after global routing: 0.0135 / 58900 / 33.8 / 7332
final: 0.0125 / 58900 / 33.8 / 7333
==> logic make-up (layout without fill, tap and decap cells) <==
family,after synthesis,in the layout,synth area share [%]
compound gates,267,267,3.23
xor+xnor,431,431,7.13
fa+ha+maj,1649,1649,50.0
buf+inv,1355,1500,9.60
flops,659,659,24.9
mux,1,1,0.0189
other cells,0,1,0
simple gates,500,500,5.09
==> layer usage <==
layer / routed length (um) / part of all wire [%]
met1: 48600 / 44
met2: 52500 / 47
met3: 6940 / 6.3
met4: 2990 / 2.7
met5: 0 / 0
No activity file was given, so power comes from the tool's default toggle rates.
